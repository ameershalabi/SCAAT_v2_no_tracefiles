<file path="flow/run.sh">
#!/bin/bash
# OpenROAD 26Q1-2900-gdf79404cd8, Yosys 0.63+post, stock flow scripts
make -C /OpenROAD-flow-scripts/flow DESIGN_CONFIG=/design/flow/config.mk WORK_HOME=/design/flow/orfs finish
</file>
<file path="flow/config.mk">
export PLATFORM = sky130hd
export DESIGN_NAME = security
export DESIGN_NICKNAME = security
export VERILOG_FILES = /design/flow/design.v
export SDC_FILE = /design/flow/constraint.sdc
export NUM_CORES = 4
export LEC_CHECK = 1
export CORE_UTILIZATION = 30
</file>
<file path="flow/constraint.sdc">
current_design security

set clk_period 11.0
set clk_io_pct 0.2

create_clock -name clk0 -period $clk_period [get_ports {clock}]

set non_clock_inputs [all_inputs -no_clocks]
set_input_delay [expr $clk_period * $clk_io_pct] -clock clk0 $non_clock_inputs
set_output_delay [expr $clk_period * $clk_io_pct] -clock clk0 [all_outputs]
</file>
<file path="flow/design.v">
module security
		#(
			parameter	MAIN_MEM_ADDR = 14,
			parameter	CACHE_ADDR = 7,
			parameter 	PREG_PROTECT_LOW = 0,
			parameter 	PREG_PROTECT_HIGH = 1879048192
		)
		(
			input clock,
			input reset,
			input [MAIN_MEM_ADDR-1:0]	mainmem_address,
			input [CACHE_ADDR-1:0]		cache_address,
			input 						MemoryAccess,
			input 						cache_hit,
			input 						cache_miss,
			output	reg					IRQ,
			output	reg					VVV_STATE
		);
localparam	IDLE = 3'b000,
			FIRST_V = 3'b001,
			FIRST_A = 3'b010,			
			SECOND_V_VH = 3'b011,
			SECOND_V_AM = 3'b100,			
			SECOND_A_VM = 3'b101,
			SECOND_A_AH = 3'b110,
			ATTACK = 3'b111;
reg	 [2:0]	REG_STATES	[0:(2**CACHE_ADDR)-1];
reg	 [2:0]	next_state;
reg		VVV_STATE_Reached;
wire [2:0]	state;
wire		attack_space;
integer i;
always @(posedge clock, posedge reset)
begin
	if (reset)
		for(i=0;i<(2**CACHE_ADDR);i=i+1)
			REG_STATES[i] <= 0;
	else
		if (MemoryAccess) 
			REG_STATES[cache_address] <= next_state;
end 
assign state = REG_STATES[cache_address];
always @(posedge clock, posedge reset)
begin
	if (reset) begin
		IRQ 				<= 0;
		VVV_STATE			<= 0;
	end
	else
	begin
		IRQ					<= (next_state == ATTACK);
		VVV_STATE			<= VVV_STATE_Reached;
	end		
end 
assign attack_space = (mainmem_address < PREG_PROTECT_LOW) | (mainmem_address > PREG_PROTECT_HIGH);
always @*
begin
	VVV_STATE_Reached = 1'b0;
	case (state)
	IDLE: begin
			if (MemoryAccess) 
				if (attack_space)
					next_state = FIRST_A;
				else
					next_state = FIRST_V;
			else
				next_state = state;
	end
	FIRST_A: begin
				if (MemoryAccess) 
					if (attack_space)
						if (cache_hit)
							next_state = SECOND_A_AH;
						else
							next_state = IDLE;
					else
						if (cache_miss)
							next_state = SECOND_A_VM;
						else
							next_state = IDLE;
				else
					next_state = state;		
	end
	FIRST_V: begin
				if (MemoryAccess) 
					if (attack_space)
						if (cache_miss)
							next_state = SECOND_V_AM;
						else
							next_state = IDLE;
					else
						if (cache_hit)
							next_state = SECOND_V_VH;
						else
							next_state = IDLE;
				else
					next_state = state;			
	end
	SECOND_V_VH: begin
					if (MemoryAccess) 
						if (attack_space)
							if (cache_miss)
								next_state = ATTACK;
							else
								next_state = IDLE;
						else
							if (cache_hit) begin
								next_state = ATTACK;
								end
							else
								next_state = IDLE;
					else
						next_state = state;		
	end
	SECOND_V_AM:begin
					if (MemoryAccess) 
						if (attack_space)
							next_state = IDLE;
						else
							if (cache_miss)
								next_state = ATTACK;
							else
								next_state = IDLE;
					else
						next_state = state;		
	end
	SECOND_A_VM:begin
					if (MemoryAccess) 
						if (attack_space)
							if (cache_miss)
								next_state = ATTACK;
							else
								next_state = IDLE;
						else
							next_state = ATTACK;						
				else
					next_state = state;		
	end
	SECOND_A_AH:begin
					if (MemoryAccess) 
						if (attack_space)						
							next_state = IDLE;
					else
						if (cache_miss)
							next_state = ATTACK;
						else
							next_state = IDLE;
				else
					next_state = state;		
	end
	ATTACK: next_state = IDLE;	
	default: next_state = IDLE;
	endcase
end
endmodule
</file>
==> results.sh <==
# flow metrics
export IMPL_die_area_um2=62330
export IMPL_drive_gt1_share_pct=11.19
export IMPL_regToRegEndpoint="REG_STATES[83][0]"
export IMPL_antenna_found_initial=3
export IMPL_antenna_left=0
export IMPL_topCellsByArea="dfrtp_1 52%, nand2_1 12%, o21ai_0 10%, a22oi_1 2.3%, nand3_1 1.8%"
export IMPL_cts_sinks=385
export IMPL_clock_path_buffers=3
export IMPL_fin_skew_ps=21.38
export IMPL_crit_fanout=36
export IMPL_wire_per_inst_um=26.10
export IMPL_post_cts_setup_buffer_count=0
export IMPL_grt_max_degree=117
export IMPL_ys_ff=385
export IMPL_grt_pass1_wl_um=107600
export IMPL_vias_per_cell=5.635
export IMPL_hold_viol_final=0
export IMPL_cts_tree="yes"
export IMPL_synthCells=2019
export IMPL_synth_cells_yosys=2019
export IMPL_period_minus_slack_ps=7372
export IMPL_slew_viol_final=0
export IMPL_rsz0062_at_grt="no"
export IMPL_grt_remaining_overflow=0
export IMPL_yosys_area_um2=18400
export IMPL_coreArea_um2=60470
export IMPL_min_path_cells=2
export IMPL_max_cap_violations=0
export IMPL_p_leak_uw=0.008762
export IMPL_post_synth_top_area_fraction_pct=52.36
export IMPL_grt_pass1_vias=15360
export IMPL_startpoint_type="input pin"
export IMPL_clk_pin_slew_worst_paths_ps=60
export IMPL_clk_root_buffer_cell="clkbuf_16"
export IMPL_tightest_slew_ps=1031
export IMPL_cts_repair_resized=0
export IMPL_initial_utilization_pct=30.43
export IMPL_r2r_cells=11
export IMPL_dpl_cell_count=2736
export IMPL_drt_wl_total_um=73440
export IMPL_insertion_delay_ps=590
export IMPL_syn_area_per_cell_um2=9.113
export IMPL_status="completed"
export IMPL_area_growth_pct=13.59
export IMPL_end_kind="register"
export IMPL_maxSlewHeadroom_pct=30.62
export IMPL_fin_hold_ws_ps=471.7
export IMPL_dpl_hpwl_um=50510
export IMPL_max_freq_mhz=135.6
export IMPL_io_pins=28
export IMPL_numCtsBuffers=42
export IMPL_hold_path_class="reg -> reg"
export IMPL_die_w_um=249.7
export IMPL_synth_seq_share_pct=52.36
export IMPL_worstPathArrival_ps=7820
export IMPL_drt_first_pass_iters=6
export IMPL_reg2reg_slack_ps=5840
export IMPL_synthFlopType="dfrtp_1"
export IMPL_finalCritPeriodShare_pct=67.02
export IMPL_min_from="REG_STATES[16][0]"
export IMPL_via_count=15857
export IMPL_irDropWorstVdd_v=0.0001035
export IMPL_yosys_warnings=2
export IMPL_ys_types=77
export IMPL_async_flop_share_pct=100.0
export IMPL_io_buffer_count=12
export IMPL_die_height_um=249.7
export IMPL_finalSetupViolations=0
export IMPL_rows=90
export IMPL_routabilityCongestion=1.048
export IMPL_grt_total_usage_pct=24.45
export IMPL_synth_area_um2=18400
export IMPL_tool_warnings=45
export IMPL_crit_type="in -> reg"
export IMPL_drc=0
export IMPL_crit_required_ps=11450
export IMPL_top_area_cell="dfrtp_1"
export IMPL_p_per_area_nw_per_um2=170.1
export IMPL_fin_tns_setup_ps=0
export IMPL_instances_no_fill=2814
export IMPL_drt_iter0_markers=1330
export IMPL_edf_count=0
export IMPL_holdPathEnd="REG_STATES[16][0]"
export IMPL_r2r_start="REG_STATES[4][0]"
export IMPL_cts_max_level=2
export IMPL_cts_hold_buf=0
-- how the worst max path moves through the flow --
| stage | startpoint | cells after the start | slack (ps) | endpoint |
|---|---|---|---|---|
| 4_1_cts | cache_address[2] | 15 | 3730 | REG_STATES[121][0] |
| 5_1_grt | cache_address[0] | 15 | 3330 | REG_STATES[92][0] |
| 6_report | cache_address[2] | 15 | 3630 | REG_STATES[83][0] |
-- placed cells by master (no fill, tap or decap), types with 25 or more instances in the layout --
cell and instances:
a21oi_1 25, a22oi_1 56, buf_4 67, clkbuf_16 43
dfrtp_1 385, mux2_2 27, nand2_1 565, nand3_1 67
nor2_1 41, o21ai_0 369, o21ai_2 28
-- metal layers --
| layer | vias to the layer above | GRT usage (%) | wire length (um) |
|---|---|---|---|
| met2 | 714 | 34.54 | 31560 |
| met5 | - | 0 | 0 |
| met4 | 0 | 7.866 | 2822 |
| li1 | 7133 | - | - |
| met3 | 145 | 10.30 | 8954 |
| met1 | 7865 | 34.64 | 30100 |
-- registers in the layout, indices dropped and copies added, names as in the netlist --
name and cells:
IRQ 1, REG_STATES 384
-- critical path: stages --
cell	delay, ps
buf_4	290
buf_4	550
and4b_1	260
buf_4	240
a22oi_1	490
o31ai_1	230
or4_1	450
or4_4	550
nor4b_4	420
a21oi_4	160
mux2i_1	190
mux2i_4	550
buf_4	500
buf_4	440
o21ai_0	160
-- layout make-up --
cell class,instances,area [um2]
fill,5923,39570
sequential,385,9634
multi-input combinational,1483,8145
clock buffer,60,1260
tap,782,978.4
timing repair buffer,80,623.1
clock inverter,15,224.0
inverter,6,26.28
antenna,3,7.507
-- cells in the mapped netlist (5+ instances only) --
cell and number:
nor4_1 8, and2_1 11, buf_2 34, nand2_1 565
mux2_2 27, nor4bb_1 6, a22o_1 9, nand3_1 67
nor3b_1 8, o22ai_1 10, clkbuf_2 16, a31oi_1 21
a21oi_1 25, a32oi_1 12, buf_6 18, dfrtp_1 385
o21ai_2 28, a22oi_1 56, and3_1 11, o31ai_1 11
nand4_1 19, inv_1 5, a211oi_1 7, o21ai_0 369
o211ai_1 6, and4b_1 6, nor2_1 42, nor2b_1 18
and3b_1 9, buf_4 7, clkbuf_1 67, mux2i_1 21
nand3b_1 6, nor4b_1 5, nor3_1 17
-- metrics by stage --
| stage | setup slack [ps] | total power [uW] | utilization [%] | cell area (um2) |
|---|---|---|---|---|
| 2_1_floorplan | 3624 | 1890 | - | 18400 |
| 3_3_place_gp | 3121 | 2052 | 32.09 | 19410 |
| 3_5_place_dp | 3117 | 2062 | 32.09 | 19410 |
| 4_1_cts | 3734 | 3571 | 34.55 | 20890 |
| 5_1_grt | 3325 | 3679 | 34.55 | 20890 |
| 6_report | 3628 | 3554 | 34.56 | 20900 |
-- power breakdown --
part | leakage, uW | switching, uW | internal, uW
Sequential | 0.00526 | 77.9 | 1540
Clock | 0.000731 | 596 | 916
Combinational | 0.00277 | 313 | 114
-- cell families (layout without fill, tap and decap cells) --
group	Yosys count	after routing	synth area share (%)
flops	385	385	52.36
buf+inv	151	161	4.298
other cells	1	4	0.02038
compound gates	604	604	19.86
mux	52	52	3.162
simple gates	826	826	20.29
Power figures rest on the tool's default switching activity, not on a simulated workload.
